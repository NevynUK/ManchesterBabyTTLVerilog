==> design/flow/config.mk <==
export PLATFORM = sky130hd
export DESIGN_NAME = clock
export DESIGN_NICKNAME = clock
export VERILOG_FILES = /design/flow/design.v
export SDC_FILE = /design/flow/constraint.sdc
export NUM_CORES = 4
export LEC_CHECK = 1
export CORE_UTILIZATION = 40
==> design/flow/constraint.sdc <==
current_design clock

set clk_period 3.1
set clk_io_pct 0.2

create_clock -name clk0 -period $clk_period [get_ports {clk_in}]

set non_clock_inputs [all_inputs -no_clocks]
set_input_delay [expr $clk_period * $clk_io_pct] -clock clk0 $non_clock_inputs
set_output_delay [expr $clk_period * $clk_io_pct] -clock clk0 [all_outputs]
==> design/flow/design.v <==
module clock
#(
    parameter INPUT_CLOCK_FREQUENCY_MHZ = 50,        
    parameter OUTPUT_CLOCK_FREQUENCY_KHZ = 1         
)
(
    input wire clk_in,               
    input wire stop,                 
    input wire single_step,          
    input wire single_stepping,      
    output reg clk_out,              
    output reg microcode_clock       
);
    localparam integer DIVIDER = (INPUT_CLOCK_FREQUENCY_MHZ * 1000) / OUTPUT_CLOCK_FREQUENCY_KHZ;
    localparam integer HALF_DIVIDER = DIVIDER / 2;
    localparam integer MICRO_DIVIDER = DIVIDER / 10;
    localparam integer HALF_MICRO_DIVIDER = MICRO_DIVIDER / 2;
    reg [31:0] counter;
    reg [31:0] micro_counter;
    reg single_step_prev;
    wire single_step_edge;
    assign single_step_edge = single_step && !single_step_prev;
    initial
    begin
        clk_out = 1'b0;
        microcode_clock = 1'b0;
        counter = 0;
        micro_counter = 0;
        single_step_prev = 1'b0;
    end
    always @(posedge clk_in)
    begin
        single_step_prev <= single_step;
        if (micro_counter >= HALF_MICRO_DIVIDER - 1)
        begin
            micro_counter <= 0;
            microcode_clock <= ~microcode_clock;
        end
        else
        begin
            micro_counter <= micro_counter + 1;
        end
        if (stop)
        begin
            clk_out <= 1'b0;
            counter <= 0;
        end
        else if (!stop && single_stepping && single_step_edge)
        begin
            clk_out <= 1'b1;
            counter <= 0;
        end
        else if (!stop && single_stepping && !single_step_edge && clk_out)
        begin
            clk_out <= 1'b0;
            counter <= 0;
        end
        else if (!stop && !single_stepping)
        begin
            if (counter >= HALF_DIVIDER - 1)
            begin
                counter <= 0;
                clk_out <= ~clk_out;
            end
            else
            begin
                counter <= counter + 1;
            end
        end
    end
endmodule
==> design/flow/run.sh <==
#!/bin/bash
# OpenROAD 26Q1-2900-gdf79404cd8, Yosys 0.63+post, stock flow scripts
make -C /OpenROAD-flow-scripts/flow DESIGN_CONFIG=/design/flow/config.mk WORK_HOME=/design/flow/orfs finish
==> results.toml <==
# synthesis and place-and-route metrics
[run_status]
status = "finished clean"

[final_timing]
setup_tns_ns = 0
period_used_pct = 78.2
hold_slack_ns = 0.466
max-slew-margin-rel_pct = 50.9
skew_ns = 0.00975
max_clock_freq_mhz = 412
hold_viol = 0
rsz0062_at_grt = "no"
drv_slew = 0
tightest_slew_ns = 0.735
finalSetupViolCount = 0
finalCriticalPeriod_ns = 2.43

[worst_hold_path]
worst_hold_path_type = "flop to flop"

[drt]
wl_per_cell_um = 12.4
ant_nets = 0
antennaDiodeCount = 0
firstDrtPassIters = 4
routed_wl_mm = 5.07
viasPerCell = 5.08
drt_iter0_drc = 96
drc = 0
via_count = 2071

[power_and_ir_drop]
ir_drop_v = 0.000197
comb_power_share_pct = 2.9
total_power_mw = 1.64
pwr-share-seq_pct = 53.9
swShare_pct = 26.0
p_sw_mw = 0.427
p_int_mw = 1.21
p_clk_share_pct = 43.2
p_per_area_nw_per_um2 = 497
leakage_nw = 1.05

[synth]
logic_family = "simple AND/OR/NAND/NOR gates"
synthTopCellsByArea = "dfxtp_1 45%, nor3_2 7.5%, xnor2_1 5.1%"
synthMuxAreaShare_pct = 0.341
fa_ha_area_share_pct = 0.853
synthXorXnorAreaFrac_pct = 6.56
seq_area_frac_synth_pct = 46.0
ys_cells = 285
yosys_most_used_dff = "dfxtp_1"
ys_warn_count = 1
top_cell_area_share_pct = 45.0
synth_area_um2 = 2940
ys_area_um2 = 2940
ys_sh_aoi_pct = 10.5
largest_area_cell = "dfxtp_1"
ys_sh_simple_pct = 30.7
edf_count = 1
async_reset_ff_share_pct = 0
ys_types = 49
netlist_instances = 285
ys_ff = 67
synth.avg_cell_area_um2 = 10.3

[finish]
layout_top_cells = "66 x dfxtp_1, 25 x nor3_1, 22 x nor3_2"
final_area_um2 = 3300
fillers = 634
final_util_pct = 47.5
drive_gt1_share_pct = 18.9
lay_top_count = "dfxtp_1"
area_growth_pct = 12.3
logic_area_um2 = 1510
layout.area.seq_um2 = 1350

[worst_setup_path]
crit_buf_inv = 1
critPathLaunchType = "primary input"
rrSetupSlack_ns = 0.72
cp_data_required_time_ns = 3.36
crit_family = "simple AND/OR/NAND/NOR gates"
path_class = "primary input to flop"
cp_slowest_cell = "nor4_1"
slowest_delay_ns = 0.58
worstPathCellList = "clkdlybuf4s50_1 -> or3b_1 -> nor4_1 -> nand4_1 -> a211oi_2"
end_kind = "flop"
crit_fanout = 8
critPathArrivalTime_ns = 2.68

[clocking]
path_clk_slew_ns = 0.08
hold_buffers = 0
cts_setup_buffers = 0
root_buffer = "clkbuf_8"
cts_buffers = 9
cts.path.max_buffers = 2
cts_tree = "built"
cts-resized-gates = 0
htree_levels = 3
worstSkewPairLatency_ns = 0.34
clock-sinks = 67

[place]
placed_cell_area_um2 = 3100
io_buffers = 5
dpl.hpwl_mm = 3.33
place_congestion = 0.873

[die]
dieHeight_um = 87.7
core_area_um2 = 6940
die_x_um = 87.7
rows = 30
dieArea_um2 = 7690
ioPinCount = 6
fp_util_pct = 42.3

[grt]
grt_pass1_vias = 1871
grt_pass1_wl_mm = 8.71
antenna_found_initial = 0
grt_max_degree = 37
grtUsageTotal_pct = 14.5
overflow = 0

[job]
cap_violations = 0
warning_count = 25
[path summary, 6_finish.rpt]
| check | from | end | cells past startpoint |
|---|---|---|---|
| hold reg to reg | micro_counter[0] | micro_counter[0] | 1 |
| setup / recovery | single_stepping | counter[14] | 5 |
| hold / removal | micro_counter[0] | micro_counter[0] | 1 |
| setup reg to reg | counter[0] | counter[19] | 6 |
[cell usage after synthesis, drive strengths merged, types with 3 or more instances]
library cell	instances
a211oi	8
a21oi	4
a31oi	7
a41oi	3
and3	3
and4	3
buf	10
clkbuf	7
dfxtp	66
inv	10
nand2	10
nand3	10
nand3b	4
nand4	14
nand4b	4
nor2	11
nor3	49
nor4	14
xnor2	17
xor2	5
[flip-flops by register name (all words and copies together) (netlist names)]
name,count
clk_out,1
counter,32
single_step_prev,1
micro_counter,32
microcode_clock,1
[routing by layer]
| metal | share of wire [%] | GRT usage, % | vias to the layer above |
|---|---|---|---|
| li1 | - | - | 1084 |
| met1 | 53 | 22.3 | 947 |
| met2 | 42 | 21.9 | 35 |
| met3 | 3.5 | 2.86 | 5 |
| met4 | 1.3 | 2.68 | 0 |
| met5 | 0 | 0 | - |
[final cells by class]
| class | instances | share of cell area (%) |
|---|---|---|
| Inverter | 10 | 1.14 |
| Tap cell | 96 | 3.64 |
| Sequential cell | 67 | 41.0 |
| Multi-Input combinational cell | 210 | 45.9 |
| Timing Repair Buffer | 9 | 2.28 |
| Clock buffer | 9 | 3.76 |
| Clock inverter | 7 | 2.31 |
[kinds of logic (layout without fill, tap and decap cells)]
family	count (synthesis)	count (layout)
and+or+nand+nor	133	133
DFF	67	67
AOI/OAI and AO/OA	32	32
buffers and inverters	27	35
xor gates and xnor gates	22	22
adders and majority gates	2	2
other	1	20
muxes	1	1
[power groups by stage]
| stage | Combinational [mW] | Sequential (mW) | Clock, mW |
|---|---|---|---|
| 4_1_cts | 0.0492 | 0.883 | 0.732 |
| 5_1_grt | 0.0535 | 0.885 | 0.775 |
| 6_report | 0.0483 | 0.883 | 0.708 |
[worst reg2reg max path: stages (launching register included)]
cell and delay (ns):
dfxtp_1 0.44, ha_1 0.25, a2111o_1 0.15, nand4_1 0.19, a41oi_4 0.71, buf_4 0.44
nor3_2 0.08
[per-stage QoR]
stage | std cells | worst slack, ns
2_1_floorplan | 304 | 1.03
3_3_place_gp | 392 | 0.401
3_5_place_dp | 392 | 0.328
4_1_cts | 408 | 0.681
5_1_grt | 408 | 0.525
6_report | 408 | 0.674
No activity file was given, so power comes from the tool's default toggle rates.
