==> design.v <==
module storelines
(
    input wire [4:0] A,          
    input wire [31:0] D,         
    input wire CS_n,             
    input wire WE_n,             
    input wire OE_n,             
    output wire [31:0] Q         
);
    wire [9:0] addr;
    assign addr = {5'b00000, A};
    wire [3:0] io_0, io_1, io_2, io_3, io_4, io_5, io_6, io_7;
    assign io_0 = (~CS_n & ~WE_n) ? D[3:0] : 4'bz;
    assign io_1 = (~CS_n & ~WE_n) ? D[7:4] : 4'bz;
    assign io_2 = (~CS_n & ~WE_n) ? D[11:8] : 4'bz;
    assign io_3 = (~CS_n & ~WE_n) ? D[15:12] : 4'bz;
    assign io_4 = (~CS_n & ~WE_n) ? D[19:16] : 4'bz;
    assign io_5 = (~CS_n & ~WE_n) ? D[23:20] : 4'bz;
    assign io_6 = (~CS_n & ~WE_n) ? D[27:24] : 4'bz;
    assign io_7 = (~CS_n & ~WE_n) ? D[31:28] : 4'bz;
    sram_2114 ram0 (.addr(addr), .CS_n(CS_n), .WE_n(WE_n), .dq(io_0));
    sram_2114 ram1 (.addr(addr), .CS_n(CS_n), .WE_n(WE_n), .dq(io_1));
    sram_2114 ram2 (.addr(addr), .CS_n(CS_n), .WE_n(WE_n), .dq(io_2));
    sram_2114 ram3 (.addr(addr), .CS_n(CS_n), .WE_n(WE_n), .dq(io_3));
    sram_2114 ram4 (.addr(addr), .CS_n(CS_n), .WE_n(WE_n), .dq(io_4));
    sram_2114 ram5 (.addr(addr), .CS_n(CS_n), .WE_n(WE_n), .dq(io_5));
    sram_2114 ram6 (.addr(addr), .CS_n(CS_n), .WE_n(WE_n), .dq(io_6));
    sram_2114 ram7 (.addr(addr), .CS_n(CS_n), .WE_n(WE_n), .dq(io_7));
    assign Q = (~OE_n) ? {io_7, io_6, io_5, io_4, io_3, io_2, io_1, io_0} : 32'bz;
endmodule
module sram_2114
#(READ_PROPAGATION_DELAY = 450, WRITE_PROPAGATION_DELAY = 450, RISE_TIME = 1, FALL_TIME = 1)
(
    input wire [9:0] addr,     
    inout wire [3:0] dq,       
    input wire CS_n,           
    input wire WE_n            
);
    reg [3:0] mem [0:1023];
    reg [3:0] data_out;
    assign dq = ((CS_n == 1'b0) && (WE_n == 1'b1)) ? data_out : 4'bz;
    always @(negedge WE_n)
    begin
        if (CS_n == 1'b0)
        begin
            #WRITE_PROPAGATION_DELAY mem[addr] <= dq;
        end
    end
    always @(CS_n or WE_n or addr)
    begin
        if (CS_n == 1'b0 && WE_n == 1'b1)
        begin
            #READ_PROPAGATION_DELAY data_out = mem[addr];
        end
        else
        begin
            data_out = 4'bz;
        end
    end
endmodule
==> run.sh <==
#!/bin/bash
# OpenROAD 26Q1-2900-gdf79404cd8, Yosys 0.63+post, stock flow scripts
make -C /OpenROAD-flow-scripts/flow DESIGN_CONFIG=/design/flow/config.mk WORK_HOME=/design/flow/orfs finish
==> config.mk <==
export PLATFORM = sky130hd
export DESIGN_NAME = storelines
export DESIGN_NICKNAME = storelines
export VERILOG_FILES = /design/flow/design.v
export SDC_FILE = /design/flow/constraint.sdc
export NUM_CORES = 4
export LEC_CHECK = 1
export CORE_UTILIZATION = 30
export SYNTH_MEMORY_MAX_BITS = 65536
==> constraint.sdc <==
current_design storelines

set clk_period 6.7
set clk_io_pct 0.2

create_clock -name clk0 -period $clk_period [get_ports {WE_n}]

set non_clock_inputs [all_inputs -no_clocks]
set_input_delay [expr $clk_period * $clk_io_pct] -clock clk0 $non_clock_inputs
set_output_delay [expr $clk_period * $clk_io_pct] -clock clk0 [all_outputs]
==> Implementation_results.wiki <==
== Run summary ==
{| class="wikitable"
! Metric !! Value
|-
| Yosys Instances || around 2100
|-
| Count of warnings emitted by yosys || 12
|-
| Distinct cell type count after synthesis || 23
|-
| Cell type with the largest total area || edfxtp_1
|-
| Dominant register cell in the synthesized netlist || edfxtp_1
|-
| Synthesized registers || approximately 1000
|-
| Main area contributors after synthesis || edfxtp_1 (78%), mux2i_1 (13%), o22ai_1 (3.6%)
|-
| Tool error message || ERROR: Found 32 problems in 'check -assert'.
|-
| Run status || stopped before the end
|-
| Most frequent cell after synthesis || edfxtp_1
|-
| Chip area estimate from yosys synthesis || approximately 40000 µm²
|-
| Count of flip-flops with a built-in enable after synthesis || around 1000
|-
| Stage reached || 1_2_yosys
|-
| Fraction of post-synthesis cell area in the top cell type by area || between 70 and 80%
|-
| Sequential element share of the synthesized area || ~80%
|-
| Async S/R FF share, synth || 0%
|-
| Commonest cells in the netlist || edfxtp_1 (1024), mux2i_1 (512), o22ai_1 (226), buf_2 (86), nor4_1 (64)
|}
cells by family after synthesis:
| kind of cell | Yosys count | share of synthesized area [%] |
|---|---|---|
| buf+inv | 160 | 2.283 |
| mux | 512 | 12.99 |
| compound gates | 256 | 4.535 |
| flops | 1024 | 77.94 |
| simple gates | 158 | 2.249 |
